### ./config.mk
export PLATFORM = sky130hd
export DESIGN_NAME = s_array_shuffle
export DESIGN_NICKNAME = s_array_shuffle
export VERILOG_FILES = /design/flow/design.v
export SDC_FILE = /design/flow/constraint.sdc
export NUM_CORES = 4
export LEC_CHECK = 1
export CORE_UTILIZATION = 30
### ./constraint.sdc
current_design s_array_shuffle

set clk_period 7.8
set clk_io_pct 0.2

create_clock -name clk0 -period $clk_period [get_ports {clk}]

set non_clock_inputs [all_inputs -no_clocks]
set_input_delay [expr $clk_period * $clk_io_pct] -clock clk0 $non_clock_inputs
set_output_delay [expr $clk_period * $clk_io_pct] -clock clk0 [all_outputs]
### ./design.v
module s_array_shuffle(
    input clk,
    input reset,
    input start_shuffle,
    input [23:0] secret_key,
    input [7:0] q,
    output [7:0] memory_address,
    output [7:0] data,
    output write_enable,
    output finish
);
logic [7:0] i, j, store_i, store_j; 
logic i_enable, j_enable, store_i_enable, store_j_enable;
logic i_reset, j_reset;
logic [7:0] secret_key_i_mod_keylength;
logic address_select, data_select;
typedef enum logic [9:0] {
    idle            = 10'b0_0_1_0_0_0_0_0_0_0,  
    store_i_address = 10'b0_0_0_0_0_0_0_0_0_0,
    read_s_i        = 10'b0_0_0_0_0_1_0_0_0_0,
    update_j        = 10'b0_0_0_0_0_0_1_0_0_0, 
    store_j_address = 10'b0_0_0_1_0_0_0_0_0_0,   
    read_s_j        = 10'b0_0_0_0_1_0_0_0_0_0,
    store_s_i       = 10'b0_1_1_0_0_0_0_0_0_0,   
    store_s_j       = 10'b0_1_0_1_0_0_0_0_0_0,   
    update_i        = 10'b0_0_0_0_0_0_0_1_0_0,
    finished        = 10'b1_0_0_0_0_0_0_0_1_1
}stateType;
stateType state = idle;
assign i_reset          = state[0];
assign j_reset          = state[1];
assign i_enable         = state[2];  
assign j_enable         = state[3];  
assign store_i_enable   = state[4];  
assign store_j_enable   = state[5];  
assign address_select   = state[6];		
assign data_select      = state[7];
assign write_enable     = state[8];
assign finish           = state[9];
assign memory_address = address_select ? j : i ;
assign data = data_select ? store_j : store_i;
always @(posedge clk) begin
    if (reset) begin
        state <= idle;
    end else begin
        case(state)
            idle: begin
                if (start_shuffle) begin
                    state <= store_i_address;
                end else begin
                    state <= idle;
                end
            end
            store_i_address: begin
                state <= read_s_i;
            end
            read_s_i: begin
                state <= update_j  ;
            end
            update_j  : begin
                state <= store_j_address;
            end
            store_j_address: begin
                state <= read_s_j;
            end
            read_s_j: begin
                state <= store_s_i;
            end
            store_s_i: begin
                state <= store_s_j;
            end
            store_s_j: begin
                state <= update_i   ;
            end
            update_i   : begin
                if (i == 8'hff) begin
                    state <= finished;
                end else begin
                    state <= store_i_address;
                end
            end
            finished: begin
                state <= idle;
            end            
            default: begin
                state <= idle;
            end
        endcase
    end
end
always_ff @(posedge clk) begin
    if (store_i_enable) begin
        store_i <= q;
    end
end
always_ff @(posedge clk) begin
    if (store_j_enable) begin
        store_j <= q;
    end
end
always_ff @(posedge clk) begin
    if (reset | i_reset) begin
        i <= 8'b0;
    end
    else if (i_enable) begin
        i <= i + 8'b1;
    end
end
always_ff @(posedge clk) begin
    if (reset | j_reset) begin
        j <= 8'b0;
    end
    else if (j_enable) begin
        j <= j + store_i + secret_key_i_mod_keylength;
    end
end
always_comb begin
    case (i % 8'd3)
        8'd0: secret_key_i_mod_keylength = secret_key[23:16];
        8'd1: secret_key_i_mod_keylength = secret_key[15:8];
        8'd2: secret_key_i_mod_keylength = secret_key[7:0];
        default: secret_key_i_mod_keylength = 8'b0;
    endcase
end
endmodule
### ./run.sh
#!/bin/bash
# OpenROAD 26Q1-2900-gdf79404cd8, Yosys 0.63+post, stock flow scripts
make -C /OpenROAD-flow-scripts/flow DESIGN_CONFIG=/design/flow/config.mk WORK_HOME=/design/flow/orfs finish
==> impl_metrics.csv <==
group,metric,value,unit
pwr,leakage,0.00131,µW
clocking,insertion_delay,0.28,ns
sta,finalClockPeriodUsage,0.884,
setup_path,start_kind,"flip-flop",
sta,hold_viol_final,0,
global_route,grt-ovfl-total,0,
place,place.port_buffers,52,
drt,avgRoutedWirePerCell,13.3,µm
synthesis,synth_warnings,1,
floorplan,die_h,99.0,µm
cells_and_area,drive_above_1_share,0.0789,
pwr,ir_drop,0.0913,mV
floorplan,design.core.area,9200,µm²
setup_path,path_class,"flip-flop to flip-flop",
setup_path,cp_max_fo,18,
floorplan,io_pins,53,
setup_path,endpoint,"j[7]$_SDFFE_PP0P_",
sta,setup_viol,0,
drt,totalWireLength,6000,µm
global_route,grt_usage,0.130,
global_route,grt_pass1_wl,10100,µm
pwr,power_frac_comb,0.168,
clocking,post_cts_resized,0,
synthesis,ys_seq_elements,40,
pwr,clkPwrFrac,0.298,
sta,tightestPinTransition,0.695,ns
sta,finalCriticalPeriod,6.90,ns
synthesis,yosysTopAreaCellShare,0.170,
clocking,tritoncts,"done",
synthesis,ys_types,59,
clocking,clock_path_buffers,2,
drt,drtIter0Drc,134,
floorplan,initial_core_util,0.307,
synthesis,edf_count,16,
clocking,clk_pin_slew,0.07,ns
pwr,pwr-share-seq,0.534,
pwr,p_per_area,125,nW/µm²
cells_and_area,lay_top_count,"clkdlybuf4s50_1",
setup_path,r2r_slack,0.90,ns
synthesis,synthArstFlopShare,0,
job,cap_violations,0,
sta,slew_viol_final,0,
setup_path,critical_path.startpoint,"i[4]$_SDFFE_PP0P_",
drt,via_per_inst,5.12,
floorplan,num_rows,35,
worst_hold_path,hold_class,"flip-flop to flip-flop",
synthesis,flop_cell,"dfxtp_1",
sta,finalWorstSetupSlack,0.903,ns
synthesis,syn_inst,303,
synthesis,syn_area,2820,µm²
floorplan,dieArea,9800,µm²
pwr,p_sw_frac,0.236,
outcome,status,"complete, no violations",
drt,dr.pass1.iters,4,
sta,fin_setup_tns,0,ns
sta,max_freq,0.145,GHz
drt,antenna_cells,0,
setup_path,r2r-end,"j[7]$_SDFFE_PP0P_",
floorplan,die_x,99.0,µm
setup_path,rr_startpoint,"i[4]$_SDFFE_PP0P_",
setup_path,critPathCaptureType,"flip-flop",
synthesis,ys_seq_frac,0.341,
global_route,grt_pass1_vias,2137,
drt,ant_nets,0,
clocking,postCtsSetupBuffers,0,
setup_path,cp.required,8.00,ns
synthesis,ys_area,2820,µm²
pwr,p_switching,102,µW
cells_and_area,lay_top_cells,"clkdlybuf4s50_1, nor2_1, dfxtp_1",
synthesis,area_leaders,"dfxtp_1, edfxtp_1, fa_1, ha_1, mux2_2",
clocking,clock-sinks,40,
setup_path,r2r_cells,26,
drt,num_vias,2318,
synthesis,synth_area_leader_cell,"dfxtp_1",
place,post-place-ws,0.908,ns
global_route,grt_max_degree,21,
place,dpl.hpwl,4740,µm
sta,rsz0062_at_grt,"false",
setup_path,arrival,7.09,ns
pwr,intPower,331,µW
drt,drc,0,
clocking,cts_hold_buf,0,
synthesis,ys_cells,303,
sta,fin_worst_skew,0.00503,ns
place,gp_congestion,0.836,
global_route,antenna_found_initial,0,
clocking,root_buffer,"clkbuf_8",
job,warnings,28,
clocking,htree_levels,2,
cells_and_area,areaGrowthSynthToFinish,23.1,%
sta,max_slew_margin,0.536,
synthesis,avgSynthCellArea,9.31,µm²
clocking,numCtsBuffers,5,
## critical path, stage by stage (launching register included)
cell and delay (ns):
dfxtp_1 0.65, and3b_1 0.25, or3_1 0.36, a32oi_2 0.29, nand2_2 0.09, ha_1 0.27
or3_1 0.41, xnor2_1 0.28, inv_1 0.14, ha_1 0.23, or3_1 0.51, or3_1 0.35
a21oi_1 0.43, and2_1 0.20, a221o_1 0.12, fa_1 0.41, ha_1 0.22, inv_1 0.07
fa_1 0.19, nor2b_1 0.05, o21ai_0 0.14, nand2b_1 0.10, a21o_1 0.18, a21oi_1 0.17
xnor2_1 0.10, or3_1 0.34, a311oi_1 0.24
## how the worst min path moves through the flow
stage,startpoint,cells after the start,endpoint,slack [ns]
after CTS,j[0]$_SDFFE_PP0P_,2,j[0]$_SDFFE_PP0P_,0.51
after global routing,j[0]$_SDFFE_PP0P_,2,j[0]$_SDFFE_PP0P_,0.55
final,j[0]$_SDFFE_PP0P_,2,j[0]$_SDFFE_PP0P_,0.51
## synth_stat cells, types with 3 or more instances
cell type  number
nand2_1        18
fa_1            8
a211oi_1        3
and2_1          6
xor2_1          8
or3_1           6
nand3b_1        4
nor2_1         28
inv_1          15
edfxtp_1       16
a21o_1          7
clkbuf_1       14
nor4_1          6
nor3_1          5
a221o_1         6
xnor2_1        10
mux2_2         11
ha_1           11
or4_1           3
nor4b_1         3
nand2b_1        4
nand4_1         4
dfxtp_1        24
a21oi_1        14
buf_2           6
o21ai_0        13
mux2i_1         9
or2_2           3
## registers in the layout, indices dropped and copies added, names as in the netlist
name     flops
i            8
j            8
state        8
store_i      8
store_j      8
## power by group through the flow
stage / Combinational [µW] / Sequential [µW] / Clock (µW)
4_1_cts: 73.8 / 231 / 135
5_1_grt: 81.6 / 233 / 143
6_report: 72.8 / 231 / 129
## final cells by class
cell class | instances | area, µm²
multi-input cells | 226 | 1710
well taps | 111 | 139
inverters | 16 | 60.1
repair buffers | 52 | 520
fillers | 932 | 5720
clock inverters | 1 | 5.00
clock buffers | 7 | 76.3
flip-flops and latches | 40 | 961
## metal layers
metal	share of wire	wire, µm	track usage
met5	0	0	0
met4	0.0067	40	0.0103
met3	0.044	266	0.0253
met2	0.48	2900	0.212
met1	0.47	2790	0.193
## logic make-up after synthesis
family / count (synthesis) / share of synthesized area
AND-OR/OR-AND: 67 / 0.173
buffers and inverters: 37 / 0.0532
adder cells (fa/ha/maj): 19 / 0.106
flip-flops: 40 / 0.341
multiplexers: 20 / 0.0758
XOR/XNOR: 18 / 0.0559
AND/OR/NAND/NOR: 102 / 0.196
## through the flow
step	hold WS [ns]	cell area, µm²	utilization	std cells	total power, µW
after detailed placement	0.493	3390	0.369	445	310
after global routing	0.551	3470	0.378	453	457
after CTS	0.507	3470	0.378	453	440
after global placement	0.486	3390	0.369	445	309
final	0.508	3470	0.378	453	433
after floorplan	0.469	2820	-	303	277
Power is estimated from default activity; no workload was simulated.
