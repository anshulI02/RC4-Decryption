==> /design/flow/config.mk <==
export PLATFORM = sky130hd
export DESIGN_NAME = decode
export DESIGN_NICKNAME = decode
export VERILOG_FILES = /design/flow/design.v
export SDC_FILE = /design/flow/constraint.sdc
export NUM_CORES = 4
export LEC_CHECK = 1
export CORE_UTILIZATION = 40
==> /design/flow/constraint.sdc <==
current_design decode

set clk_period 4.5
set clk_io_pct 0.2

create_clock -name clk0 -period $clk_period [get_ports {clk}]

set non_clock_inputs [all_inputs -no_clocks]
set_input_delay [expr $clk_period * $clk_io_pct] -clock clk0 $non_clock_inputs
set_output_delay [expr $clk_period * $clk_io_pct] -clock clk0 [all_outputs]
==> /design/flow/design.v <==
module decode(
	input clk,
    input reset,
	input start,	
	output logic[7:0] s_memory_address,
	output logic[7:0] s_memory_data, 
	output logic s_memory_write_enable,
	input [7:0] s_memory_q,	
	output logic [4:0] encrypted_memory_address,
	input [7:0] encrypted_memory_q,	
	output logic [4:0] decrypted_memory_address,
	output logic [7:0] decrypted_memory_data, 
	output logic decrypted_memory_write_enable,
	output logic finish
);
logic [7:0] i = 0, j = 0, store_i = 0 , store_j = 0, f = 0;
logic [4:0] k = 0;
logic [1:0] s_address_select;
logic i_reset, i_enable, j_reset, j_enable, k_reset, k_enable; 
logic store_i_enable, store_j_enable, f_enable, s_data_select;
typedef enum logic [14:0] {
    idle 				    = 15'b1_000_000_000_00_0_0_0,
    update_i 			    = 15'b0_000_100_000_00_0_0_0,
    set_s_i_address 	    = 15'b0_000_000_000_00_0_0_0,
    read_s_i 			    = 15'b0_000_000_100_00_0_0_0,
    update_j 			    = 15'b0_000_010_000_00_0_0_0,
    set_s_j_address 		= 15'b0_000_000_000_01_0_0_0,
    read_s_j			    = 15'b0_000_000_010_00_0_0_0,
    store_s_i 			    = 15'b0_000_000_000_01_0_1_0,
    store_s_j 			    = 15'b0_000_000_000_00_1_1_0,
    set_f_address 		    = 15'b0_000_000_000_11_0_0_0,
    read_f 			        = 15'b0_000_000_001_00_0_0_0,
    store_decrypted_message = 15'b0_000_000_000_00_0_0_1,
    update_k 			    = 15'b0_000_001_000_00_0_0_0,
    finished 			    = 15'b1_111_000_000_00_0_0_0
}stateType;
stateType state = idle;
assign finish = state[14];
assign i_reset = state[13]; 
assign j_reset = state[12]; 
assign k_reset = state[11];
assign i_enable = state[10];
assign j_enable = state[9];
assign k_enable = state[8];
assign store_i_enable = state[7];
assign store_j_enable = state[6];
assign f_enable = state[5];
assign s_address_select = state[4:3];
assign s_data_select = state[2];
assign s_memory_write_enable = state[1]; 
assign decrypted_memory_write_enable = state[0];
assign decrypted_memory_data = f ^ encrypted_memory_q;
assign encrypted_memory_address = k;
assign decrypted_memory_address = k;
always_ff @(posedge clk)
	if (reset) begin
		state <= idle;
    end else begin
		case (state)
			idle: begin
                if (start) begin
                    state <= update_i;
                end
            end
			update_i: begin
                state <= set_s_i_address;
            end
			set_s_i_address: begin
                state <= read_s_i;
            end
			read_s_i: begin
                state <= update_j;
            end
			update_j: begin
                state <= set_s_j_address;
            end
			set_s_j_address: begin
                state <= read_s_j;
            end
			read_s_j: begin
                state <= store_s_i;
            end
			store_s_i: begin
                state <= store_s_j;
            end
			store_s_j: begin
                state <= set_f_address;
            end
			set_f_address: begin
                state <= read_f;
            end
			read_f: begin
                state <= store_decrypted_message;
            end
			store_decrypted_message: begin
                state <= update_k;
            end
			update_k: begin
                if (k == 8'd31) begin
                    state <= finished;
                end else begin
                    state <= update_i;
                end
            end
			finished: begin
                state <= idle;
            end
		endcase
    end
always_ff @(posedge clk) begin
	if (reset | i_reset)
		i <= 8'b0;
	else if (i_enable)
		i <= i + 8'b1;
end
always_ff @(posedge clk) begin
	if (reset | j_reset)
		j <= 8'b0;
	else if (j_enable)
		j <= j + store_i;
end
always_ff @(posedge clk) begin
	if (reset | k_reset)
		k <= 5'b0;
	else if (k_enable)
		k <= k + 5'b1;
end
always_ff @(posedge clk) begin
	if (f_enable)
		f <= s_memory_q;
end
always_ff @(posedge clk) begin
	if (store_i_enable)
		store_i <= s_memory_q;
end
always_ff @(posedge clk) begin
	if (store_j_enable)
		store_j <= s_memory_q;
end
always_comb
	case (s_address_select)
		2'b00 : s_memory_address = i;
		2'b01 : s_memory_address = j;
		2'b11 : s_memory_address = store_i + store_j;
		default : s_memory_address = 8'b0;
	endcase
always_comb
	case (s_data_select)
		1'b0 : s_memory_data = store_i;
		1'b1 : s_memory_data = store_j;
		default : s_memory_data = 8'b0;
	endcase
endmodule
==> /design/flow/run.sh <==
#!/bin/bash
# OpenROAD 26Q1-2900-gdf79404cd8, Yosys 0.63+post, stock flow scripts
make -C /OpenROAD-flow-scripts/flow DESIGN_CONFIG=/design/flow/config.mk WORK_HOME=/design/flow/orfs finish
==> impl_metrics.ini <==
; physical design summary
[run_status]
run_status = finished, final reports clean

[synthesis]
syn-cell-area_sq_um = 3388
synth.distinct_cells = 61
synth.avg_cell_area_sq_um = 9.850
synthAoiAreaFrac = 0.1370
synth_adder_area_share = 0.07459
async_reset_ff_frac = 0
synth_dominant_cell_count = sky130_fd_sc_hd__nor2_1
seq_cells_post_synth = 58
yosysTopAreaCell = sky130_fd_sc_hd__edfxtp_1
ys.warnings.count = 1
area_fraction_of_the_dominant_cell_type_after_synthesis = 0.2127
synth-simple-area-share = 0.1972
synth-main-ff-cell = sky130_fd_sc_hd__dfxtp_1
synth-edff-count = 24
synth_xor_xnor_area_share = 0.06721
synth.area.top_cells = sky130_fd_sc_hd__edfxtp_1 (21%), sky130_fd_sc_hd__dfxtp_1 (20%), sky130_fd_sc_hd__ha_1 (6.3%)
synth-seq-area-share = 0.4136
yosys-mux-area-fraction = 0.06019
synth.logic.top_family = simple AND/OR/NAND/NOR gates
yosysChipArea_sq_um = 3388
syn-instance-count = 344
yosys-stat-cells = 344
common_cells = sky130_fd_sc_hd__nor2_1 (39), sky130_fd_sc_hd__dfxtp_1 (34), sky130_fd_sc_hd__edfxtp_1 (24)

[setup_path]
start_kind = flip-flop
ff2ff_path_depth = 6
worst-endpoint-arrival_ps = 2750
path_cells = ha_1 -> a21o_1 -> a211oi_1 -> o21ai_0 -> a21oi_1 -> nor3_1 -> o21ai_0 -> clkdlybuf4s50_1
worstReg2RegStart = state[7]
crit_slowest_cell = sky130_fd_sc_hd__clkdlybuf4s50_1
r2r-end = state[7]
timing.critical_path.fanout_max = 3
path_class = reg2out
crit_top_cell = sky130_fd_sc_hd__o21ai_0
crit_path_max_incr_delay_ps = 510
timing.reg2reg.setup_slack_ps = 2080
critPathCaptureType = primary output
worstPathRequired_ps = 3600

[job]
max_cap_viol_count = 0
log.warning_count = 25

[floorplan]
die_w_um = 94.04
core_area_sq_um = 8217
chip_area_sq_um = 8843
die_height_um = 94.04
placementRows = 33
boundaryPins = 56
floorplan.core_util = 0.4124

[timing]
timing.fmax_mhz = 273.7
layout_worst_path_cycle_share = 0.8118
timing.max_slew.rel_slack = 0.4838
worst_pin_slew_ps = 773.2
final_max_slew_viol_count = 0
final-setup-viol-count = 0
total_negative_slack_for_setup_checks_ps = 0
grt_setup_unrepaired = no
worst_hold_slack_ps = 503.0
timing.clock.skew_ps = 7.838
hold_viol = 0
setup_ws_ps = 846.7
final_period_minus_worst_setup_slack_ps = 3653

[placement]
hpwl_um = 5257
place.port_buffers = 55
gp_congestion = 0.8926
placed_cells_incl_taps = 486
dp_slack_ps = 1244

[final_layout]
finalNonFillerCells = 502
layout-drive-gt1-share = 0.1159
filler_cell_count = 761
synthToLayoutAreaGrowth_pct = 22.93

[routing]
routed-via-count = 2626
antenna_cells = 0
detail_route.iter0.violations = 117
route.final.wire_length_um = 7293
route.detailed.vias_per_inst = 5.231
count_of_unresolved_drc_violations_after_routing = 0
drt_pre_antenna_iters = 4
drt.antenna.violating_nets = 0
drt-wirelength-per-cell_um = 14.53

[power]
ir_drop_uv = 248.3
p_leak_nw = 1.524
power.density_nw_per_um2 = 407.1

[min_path]
hold_start = i[5]
holdCritPathClass = reg2reg
min_delay_worst_endpoint = i[5]
hold_path_depth = 2

[clocking]
cts_resized = 0
cts_hold_buf = 0
cts_bufs_inserted = 9
tritoncts_num_sinks = 58
clock_latency_ps = 330
clock_path_buffers = 2
tritoncts_clock_tree = done
clkTransAtPathRegs_ps = 60
cts.htree.levels = 3
cts_root_buf = sky130_fd_sc_hd__clkbuf_8
postCtsSetupRepairBufs = 0

[global_routing]
gr-usage-all-layers = 0.1852
globalRoute.totalOverflow = 0
grt_start_max_net_pins = 19
grt_first_pass_wirelength_um = 12280
grt_pass1_vias = 2568
initial_antenna_violation_count = 0
[routing by layer]
layer	track usage	up-vias	part of all wire
li1	-	1345	-
met1	0.2900	1214	0.50
met2	0.2768	62	0.45
met3	0.04691	5	0.045
met4	0.02308	0	0.0085
met5	0	-	0
[flip-flops by register name, summed over array words and instances, names as in the netlist]
register  cells
store_j       8
i             8
store_i       8
j             8
state        13
k             5
f             8
[layout make-up]
type                    instances  area, sq um  area share
clock buffers                  14        162.7     0.03905
clock inverters                 2        35.03    0.008411
inverters                      16        60.06     0.01442
multi-input cells             251         1817      0.4362
flip-flops and latches         58         1401      0.3364
well taps                     105        131.4     0.03154
repair buffers                 56        558.0      0.1340
[where the power goes]
group	internal [W]	switching, W	total (W)
Combinational	0.000267	0.000269	0.000537
Sequential	0.000599	0.0000788	0.000678
Clock	0.000286	0.000195	0.000481
Total	0.00115	0.000543	0.00170
[per-stage QoR]
stage / utilization / total power (W) / instance area [sq um]
floorplan: - / 0.001053 / 3388
global placement: 0.4829 / 0.001223 / 3968
detailed placement: 0.4829 / 0.001223 / 3968
CTS: 0.5069 / 0.001716 / 4165
global route: 0.5069 / 0.001812 / 4165
finish: 0.5069 / 0.001695 / 4165
[worst max-delay path: cells and delay by family, from the launching register on]
family | cells | cell delay (ps)
DFF | 1 | 420
buffers and inverters | 1 | 510
AOI/OAI and AO/OA | 5 | 1140
adders and majority gates | 1 | 320
and+or+nand+nor | 1 | 60
[placed cells by master (no fill, tap or decap), types with 3 or more instances in the layout]
cell type                         count
sky130_fd_sc_hd__xor2_1              17
sky130_fd_sc_hd__nor3_1               9
sky130_fd_sc_hd__or3_1                3
sky130_fd_sc_hd__nand3_1             13
sky130_fd_sc_hd__nor3b_1              3
sky130_fd_sc_hd__nand4_1              6
sky130_fd_sc_hd__o211ai_1             3
sky130_fd_sc_hd__and2_4               3
sky130_fd_sc_hd__xnor2_1              9
sky130_fd_sc_hd__ha_1                17
sky130_fd_sc_hd__nor2_1              39
sky130_fd_sc_hd__clkdlybuf4s50_1     55
sky130_fd_sc_hd__mux2i_1              8
sky130_fd_sc_hd__and3_1               3
sky130_fd_sc_hd__edfxtp_1            24
sky130_fd_sc_hd__o21ai_0             15
sky130_fd_sc_hd__a211oi_1             3
sky130_fd_sc_hd__mux2_2              11
sky130_fd_sc_hd__inv_1               16
sky130_fd_sc_hd__clkbuf_8            11
sky130_fd_sc_hd__a221oi_2             4
sky130_fd_sc_hd__a22o_1               5
sky130_fd_sc_hd__nand2_1             19
sky130_fd_sc_hd__nor2b_1              6
sky130_fd_sc_hd__a21oi_1             13
sky130_fd_sc_hd__dfxtp_1             34
sky130_fd_sc_hd__clkbuf_1             3
[worst max path at each step]
stage	from	end	slack, ps	depth (start not counted)
final	store_i[1]	s_memory_address[7]	850	8
after global routing	store_i[1]	s_memory_address[7]	700	8
after CTS	store_i[1]	s_memory_address[7]	820	8
[cell families (layout without fill, tap and decap cells)]
family | after synthesis | count (layout)
AND-OR/OR-AND | 64 | 64
multiplexers | 19 | 19
adder cells (fa/ha/maj) | 19 | 19
AND/OR/NAND/NOR | 123 | 123
XOR/XNOR | 26 | 26
flip-flops | 58 | 58
buffers and inverters | 35 | 88
Power figures rest on the tool's default switching activity, not on a simulated workload.
